<file path="design/flow/config.mk">
export PLATFORM = sky130hd
export DESIGN_NAME = top_module
export DESIGN_NICKNAME = top_module
export VERILOG_FILES = /design/flow/design.v
export SDC_FILE = /design/flow/constraint.sdc
export NUM_CORES = 4
export LEC_CHECK = 1
export CORE_AREA = 10 10 98 98
export DIE_AREA = 0 0 108 108
</file>
<file path="design/flow/design.v">
module top_module( 
    input [15:0] a, b, c, d, e, f, g, h, i,
    input [3:0] sel,
    output [15:0] out );
    always_comb begin
    case(sel) 
        4'b0000:
            out = a;
        4'b0001:
            out = b;
        4'b0010:
            out = c;
        4'b0011:
            out = d;
        4'b0100:
            out = e;
        4'b0101:
            out = f;
        4'b0110:
            out = g;
        4'b0111:
            out = h;
        4'b1000:
            out = i;
        default:
            out = 16'hFFFF;
    endcase
    end
endmodule
</file>
<file path="design/flow/constraint.sdc">
current_design top_module

set clk_period 6.5
set clk_io_pct 0.2

create_clock -name clk0 -period $clk_period

set non_clock_inputs [all_inputs -no_clocks]
set_input_delay [expr $clk_period * $clk_io_pct] -clock clk0 $non_clock_inputs
set_output_delay [expr $clk_period * $clk_io_pct] -clock clk0 [all_outputs]
</file>
<file path="design/flow/run.sh">
#!/bin/bash
# OpenROAD 26Q1-2900-gdf79404cd8, Yosys 0.63+post, stock flow scripts
make -C /OpenROAD-flow-scripts/flow DESIGN_CONFIG=/design/flow/config.mk WORK_HOME=/design/flow/orfs finish
</file>
==> changes_impl.md <==
## Flow update

- Filler cells: 780
- Area Growth Syn to Fin: 128.2%
- Cts hold-fix bufs: 0
- CP Buf/Inv Count: 3
- Crit path DRT: ~5.2 ns
- Row cnt: 32
- Crit path capture type: output port
- Crit path top cell by count: clkdlybuf4s50_1
- Hold Violations, Final: 0
- Comb. cell area: 1172 um2
- Worst slew margin: between 40% and 50%
- Antenna Nets Post-Route: 0
- Layout cells sized above 1: 4.985%
- Fmax: around 190 MHz
- Peak VDD IR: 0.00003775 V
- GP Congestion: 0.8624
- Max Transition Viols Final: 0
- Synth Instances: 194
- Met3 wire len: 492 um
- RSZ-0062 raised after global routing: false
- Adder Share, Synth: 0%
- First drt pass iteration count: 4
- Core ar.: between 7000 and 8000 um2
- XORs/XNORs by Area: 0%
- IO buf count: 164
- Largest net degree at the start of global routing: 27
- CP cell instances: clkdlybuf4s50_1 > buf_4 > or2_2 > o22ai_1 > or4_1 > clkdlybuf4s50_1
- Overflow after GRT: 0
- DR DRC count: 0
- Die outline width: 108 um
- Setup WS pre-CTS: 1.249 ns
- Design area: 2993 um2
- Antenna Cells: 0
- WL/cell: 19.70 um
- # setup viols final: 0
- Mean Syn Cell Area: 6.759 um2
- Comb area leader: AND-OR/OR-AND gates
- Yosys cell count: 194
- CP top delay family: buffers and inverters
- Initial antenna violation count: 0
- Fin Setup TNS: 0 ns
- Routed wl met2: between 4000 and 5000 um
- Final worst-path cycle share: 80.28%
- Simple share: 25.76%
- Worst EP arrival: 3.92 ns
- Cts repair resizes: 0
- Least-Margin Pin Slew: 0.7504 ns
- Tool warnings: 32
- Most common logic cell in the routed design: clkdlybuf4s50_1
- Ys Warns: 11
- Top Metal Used: met3
- Most frequent cells in the layout: clkdlybuf4s50_1 (163), mux2i_1 (24), a22oi_1 (21)
- Wirelength, routed: 8726 um
- DP Area: between 2000 and 3000 um2
- Hold crit path type: in -> out
- First-pass GRT wire length: 12920 um
- Mux frac, synth: 20.90%
- All-layer global routing usage: 14.02%
- Vias/cell: 4.727
- Chip Area, Yosys: around 1300 um2
- CLK BUF: 0
- Hpwl dp: between 7000 and 8000 um
- Unique cell types: 42
- Die ar.: ~12000 um2
- Metal1 wirelength: 3627 um
- Period minus WS final: 5.218 ns
- AO/OA Area Share: 42.75%
- Number of global-route vias before repair: 2208
- Startpoint types: primary input
- Total of max-cap violations: 0
- DRT iter0 DRCs: 106
- Initial Utilization: 17.15%
- Max incr delay on CP: 0.90 ns
- Status: complete, no violations
- Post-CTS setup buffers: 0
- Flop count: 0
- Post-synthesis sequential area ratio: 0%
- Worst Path Max Fanout: 18
- Cell Area, Synth: 1311 um2
- Final worst setup slack: 1.282 ns
- Total number of vias: 2094
- Leak: between 1 and 1.5 nW
- Tot Pwr: 0.1856 mW
- Crit Path Category: in -> out
- Die Y: 108 um
- Power per cell area: 62.03 nW/um2
- Total I/O pin count: 164
- Storage cell area: 0 um2
- Critical path's slowest cell: clkdlybuf4s50_1
## metal layers
metal  global-route usage [%]  up-vias
met1                    18.28      944
li1                         -     1070
met2                    25.30       80
met4                        0        0
met5                        0        -
met3                    1.988        0
## stage by stage
step,util [%],hold WS [ns],instances
4_1_cts,39.14,3.633,443
6_report,39.14,3.627,443
3_3_place_gp,39.14,3.618,443
3_5_place_dp,39.14,3.624,443
5_1_grt,39.14,3.658,443
2_1_floorplan,-,2.682,194
## final cells by class
| class | count | share of cell area, % |
|---|---|---|
| well taps | 102 | 4.264 |
| inverters | 3 | 0.3763 |
| multi-input cells | 168 | 39.17 |
| repair buffers | 170 | 56.19 |
## final timing paths
kind                    from       to  slack, ns  depth (start not counted)
worst max-delay path  sel[3]   out[2]       1.28                          6
worst min-delay path   i[15]  out[15]       3.63                          3
## synthesized netlist by cell type (3+ instances only)
| cell | number | area [um2] |
|---|---|---|
| mux2_2 | 3 | 33.78 |
| buf_2 | 12 | 60.06 |
| nand2b_1 | 3 | 18.77 |
| or3_1 | 12 | 75.07 |
| nor2_1 | 15 | 56.30 |
| clkbuf_1 | 6 | 22.52 |
| o22ai_1 | 10 | 62.56 |
| a22oi_1 | 21 | 157.7 |
| a21oi_1 | 8 | 40.04 |
| mux2i_1 | 24 | 240.2 |
| nor3_1 | 5 | 25.02 |
| nor2b_1 | 4 | 25.02 |
| nand2_1 | 3 | 11.26 |
| and3_1 | 5 | 31.28 |
| a221oi_1 | 4 | 35.03 |
| o21ai_0 | 17 | 85.08 |
| a31oi_1 | 4 | 25.02 |
| buf_6 | 3 | 33.78 |
| o22a_1 | 3 | 26.28 |
| inv_1 | 3 | 11.26 |
| nand3_1 | 3 | 15.01 |
## tightest hold or removal path, stage by stage
cell and delay (ns):
clkdlybuf4s50_1 0.40, o22a_1 0.21, clkdlybuf4s50_1 0.41
## report_power, final
| group | switching [mW] | leakage [nW] | internal [mW] |
|---|---|---|---|
| logic | 0.0601 | 1.11 | 0.126 |
| clock network | 0 | 0 | 0 |
| registers | 0 | 0 | 0 |
| total | 0.0601 | 1.11 | 0.126 |
## logic make-up after synthesis
group / count (synthesis)
compound gates: 81
buf+inv: 26
mux: 27
simple gates: 60
No activity file was given, so power comes from the tool's default toggle rates.
