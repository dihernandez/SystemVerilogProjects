`./config.mk`:
```
export PLATFORM = sky130hd
export DESIGN_NAME = RippleCarryAdder
export DESIGN_NICKNAME = RippleCarryAdder
export VERILOG_FILES = /design/flow/design.v
export SDC_FILE = /design/flow/constraint.sdc
export NUM_CORES = 4
export LEC_CHECK = 1
export CORE_AREA = 10 10 70 70
export DIE_AREA = 0 0 80 80
```
`./constraint.sdc`:
```
current_design RippleCarryAdder

set clk_period 15.5
set clk_io_pct 0.2

create_clock -name clk0 -period $clk_period

set non_clock_inputs [all_inputs -no_clocks]
set_input_delay [expr $clk_period * $clk_io_pct] -clock clk0 $non_clock_inputs
set_output_delay [expr $clk_period * $clk_io_pct] -clock clk0 [all_outputs]
```
`./design.v`:
```
module RippleCarryAdder #(parameter ADDR_WIDTH = 16) (
  input logic[ADDR_WIDTH - 1:0] a, b,
  input logic c_in,
  output logic[ADDR_WIDTH -1:0] sum,
  output logic c_out
);
  wire [ADDR_WIDTH:0] carry;
  assign carry[0] = c_in;
  genvar it;
  generate
    for (it = 0; it < ADDR_WIDTH; it = it + 1) begin
      FullAdder fa(.a(a[it]), .b(b[it]), .c_in(carry[it]), .sum(sum[it]), .c_out(carry[it + 1]));
    end
  endgenerate
  assign c_out = carry[ADDR_WIDTH];
endmodule
module CarryLookaheadAdder #(parameter ADDR_WIDTH = 16) (
  input logic[ADDR_WIDTH - 1:0] a, b,
  input logic c_in,
  output logic[ADDR_WIDTH - 1:0] sum,
  output logic c_out
); 
  wire[ADDR_WIDTH:0] carry;
  wire [ADDR_WIDTH - 1:0] gen, propogate;
  assign carry[0] = c_in;
  genvar it;
  generate
    for (it = 0; it < ADDR_WIDTH; it = it + 1) begin
      FullAdder fa(a[it], b[it], carry[it], sum[it]);
    end
  endgenerate
  genvar ii;
  generate
    for (ii = 0; ii < ADDR_WIDTH; ii = ii + 1) begin
      assign gen[ii] = a[ii] & b[ii];
      assign propogate = a[ii] | b[ii];
      assign carry[ii + 1] = gen[ii] | (propogate[ii] & carry[ii]);
    end
  endgenerate
  assign c_out = carry[ADDR_WIDTH];
endmodule
module FullAdder(
  input logic a, b, c_in,
  output logic sum, c_out);
  assign sum = a ^ b ^ c_in;
  assign c_out = ((a ^ b) & c_in) | (a&b);
endmodule
```
`./run.sh`:
```
#!/bin/bash
# OpenROAD 26Q1-2900-gdf79404cd8, Yosys 0.63+post, stock flow scripts
make -C /OpenROAD-flow-scripts/flow DESIGN_CONFIG=/design/flow/config.mk WORK_HOME=/design/flow/orfs finish
```
==> reports/results.ini <==
[die]
std_cell_rows=21
fp.dieW_um=80
boundaryPins=50
vertical_die_size_um=80
dieArea_um2=6400
floorplan.core_util_pct=13.44
coreArea_um2=3416

[global_route]
grt_antenna_before_repair=0
first_pass_grt_wire_length_um=2228
grt_start_max_net_pins=2
grt.overflow.total=0
grt_use_total_pct=4.381
grt_pass1_vias=440

[placement]
placement.cell_area_um2=897.1
place.gp.congestion=0.8290
port_buffers=50
detailed_place_hpwl_um=1467

[routing]
insertedDiodeCount=0
detail_route.first_pass.iterations=1
antenna_violating_nets_post_route=0
route.detailed.wl_per_inst_um=12.54
detailedRoute.firstIterationViolations=0
total_wirelength_um=1467
drt_drc_violations_left=0
routed_via_density=3.145
via_count=368

[flow_run]
max_cap_viol_count=0
openroad.warnings=32

[power_and_ir_drop]
p_leak_nw=0.3390
pwr_density_cell_nw_per_um2=38.06
total_power_mw=0.03415
power.ir.vdd_worst_mv=0.01351

[critical_path]
start_kind=primary input
cpMostUsedCell=sky130_fd_sc_hd__fa_1
worst_path_required_time_ns=12.40
cp-end-kind=output port
worst_path_dominant_cell_family=adder cells
timing_worst_setup_path_type=in2out
cp_max_fo=1
cp.arrival_ns=10.45
crit_path_max_incr_delay_ns=0.46
chain_of_cells_forming_the_critical_path=clkdlybuf4s50_1 > fa_1 > fa_1 > fa_1 > fa_1 > fa_1 > fa_1 > fa_1 > fa_1 > fa_1 > fa_1 > fa_1 > fa_1 > fa_1 > fa_1 > fa_1 > inv_1 > fa_1 > inv_1 > clkdlybuf4s50_1
slowest_stage=sky130_fd_sc_hd__clkdlybuf4s50_1
crit_cells=20
buffers_inverters_on_critical_path=4

[final_timing]
report.final.hold_viol_count=0
slew_violations=0
max_clock_freq_mhz=73.80
max_slew_margin_pct=92.63
finalSetupViolCount=0
period_used_pct=87.42
tightest_slew_ns=0.1102
final.min_clock_period_ns=13.55
rsz0062_at_grt=false
timing.setup.tns_ns=0

[cells_and_area]
post_route_cells_drive_above_1_share_pct=0
final_util_pct=26.26
nClkBuffers=0
layout-area-overhead-vs-synth_pct=95.37
seq_cell_count=0
fin_area_um2=897.1
regArea_um2=0

[logic_synthesis]
area_figure_in_the_yosys_stat_output_um2=459.2
synth_seq_share_pct=0
ys_warn_count=0
syn_area_um2=459.2
post_synth_num_cell_types=3
synth_cells=37
yosysCellCount=37
post_synth.cell_area_avg_um2=12.41

[clocking]
postCtsSetupBuffers=0
post_cts_hold_fix_bufs=0
post_cts.resized_instances=0

[min_path]
path_class_of_the_lowest_slack_min_delay_path=in2out
whs_path_depth=5

[outcome]
status=finished clean

==> through the flow <==
step           hold WS, ns  worst slack (ns)  instances
6_report             7.256             1.949        117
3_3_place_gp         7.264             1.910        117
5_1_grt              7.320             1.682        117
4_1_cts              7.273             1.889        117
2_1_floorplan        6.414             2.993         37
3_5_place_dp         7.264             1.898        117
==> where the power goes <==
part | switching [mW] | leakage (nW) | internal, mW | total (mW)
clock | 0 | 0 | 0 | 0
sequential | 0 | 0 | 0 | 0
combinational | 0.00870 | 0.339 | 0.0255 | 0.0341
==> metal layers <==
layer	part of all wire [%]	global-route usage, %	vias up
li1	-	-	158
met1	36	5.237	158
met3	38	6.136	0
met2	26	4.575	52
met5	0	0	-
met4	0	0	0
==> Yosys cell counts <==
cell type | number | share of area (%)
sky130_fd_sc_hd__inv_1 | 5 | 4.1
sky130_fd_sc_hd__buf_4 | 16 | 26
sky130_fd_sc_hd__fa_1 | 16 | 70
==> cell usage in the layout, fill, tap and decap left out <==
| cell type | n |
|---|---|
| sky130_fd_sc_hd__inv_1 | 5 |
| sky130_fd_sc_hd__clkdlybuf4s50_1 | 50 |
| sky130_fd_sc_hd__fa_1 | 16 |
==> area by class of cell <==
cell class / count / area, um^2
fillers: 361 / 2519
inverters: 5 / 18.77
multi-input cells: 16 / 320.3
well taps: 46 / 57.56
repair buffers: 50 / 500.5
==> worst paths after layout <==
kind  slack, ns  endpoint  start
max        1.95   sum[15]   a[0]
min        7.26     c_out  b[15]
==> cells by family after synthesis <==
family	count (synthesis)	share of synthesized area, %
buf+inv	21	30.25
fa+ha+maj	16	69.76
Power and IR drop assume default switching activity.
